<file path="./design.v">
module Uart_core #(
    parameter DATA_WIDTH = 8,
    parameter BAUD_RATE = 115200,
    parameter CLOCK_FREQ = 50000000
)(
    input  logic                  clk,
    input  logic                  rst_n,
    input  logic                  uart_rx,
    output logic [DATA_WIDTH-1:0] rx_data,
    output logic                  rx_valid,
    input  logic                  rx_ready,
    output logic                  uart_tx,
    input  logic [DATA_WIDTH-1:0] tx_data,
    input  logic                  tx_valid,
    output logic                  tx_ready
);
    Uart_rx #(
        .DATA_WIDTH(DATA_WIDTH),
        .BAUD_RATE(BAUD_RATE),
        .CLOCK_FREQ(CLOCK_FREQ)
    ) u_rx (
        .clk      (clk),
        .rst_n    (rst_n),
        .rx       (uart_rx),
        .data_out (rx_data),
        .valid    (rx_valid),
        .ready    (rx_ready)
    );
    Uart_tx #(
        .DATA_WIDTH(DATA_WIDTH),
        .BAUD_RATE(BAUD_RATE),
        .CLOCK_FREQ(CLOCK_FREQ)
    ) u_tx (
        .clk      (clk),
        .rst_n    (rst_n),
        .tx       (uart_tx),
        .data_in  (tx_data),
        .valid    (tx_valid),
        .ready    (tx_ready)
    );
endmodule
module Uart_rx #(
    parameter DATA_WIDTH = 8,
    parameter BAUD_RATE  = 9600,
    parameter CLOCK_FREQ = 50_000_000
) (
    input  logic                  clk,
    input  logic                  rst_n,
    input  logic                  rx,
    output logic [DATA_WIDTH-1:0] data_out,
    output logic                  valid,
    input  logic                  ready
);
parameter   STOP_BITS       = 1;
localparam int CYCLES_PER_BIT = (CLOCK_FREQ + BAUD_RATE/2) / BAUD_RATE;  
localparam       COUNT_REG_LEN      = 1+$clog2(CYCLES_PER_BIT);
logic rxd_reg;
logic rxd_reg_0;
logic [DATA_WIDTH-1:0] recieved_data;
logic [COUNT_REG_LEN-1:0] cycle_counter;
logic [3:0] bit_counter;
logic bit_sample;
typedef enum logic [1:0] {
    FSM_IDLE  = 2'd0,
    FSM_START = 2'd1,
    FSM_RECV  = 2'd2,
    FSM_STOP  = 2'd3
} fsm_e;
fsm_e fsm_state;
fsm_e n_fsm_state;
logic next_bit;
logic payload_done;
always_comb begin
    next_bit = (cycle_counter == CYCLES_PER_BIT) ||
               ((fsm_state == FSM_STOP) && (cycle_counter == CYCLES_PER_BIT/2));
    payload_done = (bit_counter == DATA_WIDTH);
    valid = (fsm_state == FSM_STOP && n_fsm_state == FSM_IDLE);
end
always_ff @(posedge clk) begin
    if(!rst_n) begin
        data_out  <= {DATA_WIDTH{1'b0}};
    end else if (fsm_state == FSM_STOP) begin
        data_out  <= recieved_data;
    end
end
always_comb begin : p_n_fsm_state
    case(fsm_state)
    FSM_IDLE : n_fsm_state = rxd_reg      ? FSM_IDLE : FSM_START;
        FSM_START: n_fsm_state = next_bit     ? FSM_RECV : FSM_START;
        FSM_RECV : n_fsm_state = payload_done ? FSM_STOP : FSM_RECV ;
        FSM_STOP : n_fsm_state = next_bit     ? FSM_IDLE : FSM_STOP ;
        default  : n_fsm_state = FSM_IDLE;
    endcase
end
always_ff @(posedge clk) begin : p_recieved_data
    if(!rst_n) begin
        recieved_data <= {DATA_WIDTH{1'b0}};
    end else if(fsm_state == FSM_IDLE             ) begin
        recieved_data <= {DATA_WIDTH{1'b0}};
    end else if(fsm_state == FSM_RECV && next_bit ) begin
        recieved_data[DATA_WIDTH-1] <= bit_sample;
        for (int i = DATA_WIDTH-2; i >= 0; i = i - 1) begin
            recieved_data[i] <= recieved_data[i+1];
        end
    end
end
always_ff @(posedge clk) begin : p_bit_counter
    if(!rst_n) begin
        bit_counter <= 4'b0;
    end else if(fsm_state != FSM_RECV) begin
        bit_counter <= {COUNT_REG_LEN{1'b0}};
    end else if(fsm_state == FSM_RECV && next_bit) begin
        bit_counter <= bit_counter + 1'b1;
    end
end
always_ff @(posedge clk) begin : p_bit_sample
    if(!rst_n) begin
        bit_sample <= 1'b0;
    end else if (cycle_counter == CYCLES_PER_BIT/2) begin
        bit_sample <= rxd_reg;
    end
end
always_ff @(posedge clk) begin : p_cycle_counter
    if(!rst_n) begin
        cycle_counter <= {COUNT_REG_LEN{1'b0}};
    end else if(next_bit) begin
        cycle_counter <= {COUNT_REG_LEN{1'b0}};
    end else if(fsm_state == FSM_START || 
                fsm_state == FSM_RECV  || 
                fsm_state == FSM_STOP   ) begin
        cycle_counter <= cycle_counter + 1'b1;
    end
end
always_ff @(posedge clk) begin : p_fsm_state
    if(!rst_n) begin
        fsm_state <= FSM_IDLE;
    end else begin
        fsm_state <= n_fsm_state;
    end
end
always_ff @(posedge clk) begin : p_rxd_reg
    if(!rst_n) begin
        rxd_reg     <= 1'b1;
        rxd_reg_0   <= 1'b1;
    end else begin
        rxd_reg     <= rxd_reg_0;
        rxd_reg_0   <= rx;
    end
end
endmodule
module Uart_tx #(
    parameter DATA_WIDTH = 8,
    parameter BAUD_RATE  = 9600,
    parameter CLOCK_FREQ = 50_000_000
) (
    input  logic                      clk,
    input  logic                      rst_n,
    output logic                      tx,
    input  logic [DATA_WIDTH-1:0]     data_in,
    input  logic                      valid,
    output logic                      ready
);
localparam int CYCLES_PER_BIT = (CLOCK_FREQ + BAUD_RATE/2) / BAUD_RATE;  
parameter   STOP_BITS       = 1;
localparam       COUNT_REG_LEN      = 1+$clog2(CYCLES_PER_BIT);
logic txd_reg;
logic [DATA_WIDTH-1:0] data_to_send;
logic [COUNT_REG_LEN-1:0] cycle_counter;
logic [3:0] bit_counter;
typedef enum logic [1:0] {
    FSM_IDLE  = 2'd0,
    FSM_START = 2'd1,
    FSM_SEND  = 2'd2,
    FSM_STOP  = 2'd3
} fsm_e;
fsm_e fsm_state;
fsm_e n_fsm_state;
logic next_bit;
logic payload_done;
logic stop_done;
always_comb begin : p_outputs_and_comb
    ready        = (fsm_state == FSM_IDLE);
    tx           = txd_reg;
    next_bit     = (cycle_counter == CYCLES_PER_BIT);
    payload_done = (bit_counter   == DATA_WIDTH);
    stop_done    = (bit_counter   == STOP_BITS) && (fsm_state == FSM_STOP);
end
always_comb begin : p_n_fsm_state
    case(fsm_state)
    FSM_IDLE : n_fsm_state = valid         ? FSM_START: FSM_IDLE ;
        FSM_START: n_fsm_state = next_bit     ? FSM_SEND : FSM_START;
        FSM_SEND : n_fsm_state = payload_done ? FSM_STOP : FSM_SEND ;
        FSM_STOP : n_fsm_state = stop_done    ? FSM_IDLE : FSM_STOP ;
        default  : n_fsm_state = FSM_IDLE;
    endcase
end
always_ff @(posedge clk) begin : p_data_to_send
    if(!rst_n) begin
        data_to_send <= {DATA_WIDTH{1'b0}};
    end else if(fsm_state == FSM_IDLE && valid) begin
        data_to_send <= data_in;
    end else if(fsm_state       == FSM_SEND       && next_bit ) begin
        for (int i = DATA_WIDTH-2; i >= 0; i = i - 1) begin
            data_to_send[i] <= data_to_send[i+1];
        end
    end
end
always_ff @(posedge clk) begin : p_bit_counter
    if(!rst_n) begin
        bit_counter <= 4'b0;
    end else if(fsm_state != FSM_SEND && fsm_state != FSM_STOP) begin
        bit_counter <= {COUNT_REG_LEN{1'b0}};
    end else if(fsm_state == FSM_SEND && n_fsm_state == FSM_STOP) begin
        bit_counter <= {COUNT_REG_LEN{1'b0}};
    end else if(fsm_state == FSM_STOP&& next_bit) begin
        bit_counter <= bit_counter + 1'b1;
    end else if(fsm_state == FSM_SEND && next_bit) begin
        bit_counter <= bit_counter + 1'b1;
    end
end
always_ff @(posedge clk) begin : p_cycle_counter
    if(!rst_n) begin
        cycle_counter <= {COUNT_REG_LEN{1'b0}};
    end else if(next_bit) begin
        cycle_counter <= {COUNT_REG_LEN{1'b0}};
    end else if(fsm_state == FSM_START || 
                fsm_state == FSM_SEND  || 
                fsm_state == FSM_STOP   ) begin
        cycle_counter <= cycle_counter + 1'b1;
    end
end
always_ff @(posedge clk) begin : p_fsm_state
    if(!rst_n) begin
        fsm_state <= FSM_IDLE;
    end else begin
        fsm_state <= n_fsm_state;
    end
end
always_ff @(posedge clk) begin : p_txd_reg
    if(!rst_n) begin
        txd_reg <= 1'b1;
    end else if(fsm_state == FSM_IDLE) begin
        txd_reg <= 1'b1;
    end else if(fsm_state == FSM_START) begin
        txd_reg <= 1'b0;
    end else if(fsm_state == FSM_SEND) begin
        txd_reg <= data_to_send[0];
    end else if(fsm_state == FSM_STOP) begin
        txd_reg <= 1'b1;
    end
end
endmodule
</file>
<file path="./run.sh">
#!/bin/bash
# OpenROAD 26Q1-2900-gdf79404cd8, Yosys 0.63+post, stock flow scripts
make -C /OpenROAD-flow-scripts/flow DESIGN_CONFIG=/design/flow/config.mk WORK_HOME=/design/flow/orfs finish
</file>
<file path="./config.mk">
export PLATFORM = sky130hd
export DESIGN_NAME = Uart_core
export DESIGN_NICKNAME = Uart_core
export VERILOG_FILES = /design/flow/design.v
export SDC_FILE = /design/flow/constraint.sdc
export NUM_CORES = 4
export LEC_CHECK = 1
export CORE_UTILIZATION = 50
</file>
<file path="./constraint.sdc">
current_design Uart_core

set clk_period 4.2
set clk_io_pct 0.2

create_clock -name clk0 -period $clk_period [get_ports {clk}]

set non_clock_inputs [all_inputs -no_clocks]
set_input_delay [expr $clk_period * $clk_io_pct] -clock clk0 $non_clock_inputs
set_output_delay [expr $clk_period * $clk_io_pct] -clock clk0 [all_outputs]
</file>
==> metrics.log <==
[flow] summary of implementation run
[metrics] via count of the routed design: 2,124
[metrics] worst-case setup slack after placement: 1.18 ns
[metrics] CP startpoint kind: flip-flop
[metrics] Sequential Power Share: 53.7%
[metrics] mapped cell area: 0.00288 mm^2
[metrics] Post-CTS Resized: 0
[metrics] OpenROAD warnings: 33
[metrics] synthesized area per cell: 9.28 um^2
[metrics] number of different library cells in the post-synthesis netlist: 41
[metrics] clock network latency to the later pin of the worst-skew pair: 0.32 ns
[metrics] Max Freq: 0.314 GHz
[metrics] Setup TNS Final: 0 ns
[metrics] top cell type by total area after synthesis: sky130_fd_sc_hd__dfxtp_1
[metrics] data arrival time of the critical path: 2.35 ns
[metrics] tally of yosys warning messages: 2
[metrics] number of detailed-route iterations in the first pass: 4
[metrics] overall die height: 77.9 um
[metrics] post-synthesis chip area from yosys: 0.00288 mm^2
[metrics] dominant register cell: sky130_fd_sc_hd__dfxtp_1
[metrics] power share of the combinational group: 4.9%
[metrics] placed insts: 397
[metrics] DR iter-0 viols: 78
[metrics] maximum net fanout on the critical path: 15
[metrics] # setup viols final: 0
[metrics] final cell count without fillers: 413
[metrics] worst min path class: flip-flop to flip-flop
[metrics] standard-cell row count: 27
[metrics] Power Dens Cells: 351 mW/mm^2
[metrics] overall routing resource usage: 18.8%
[metrics] Starting Density: 51.9%
[metrics] total CTS buffers: 9
[metrics] maximum number of pins on one net before global-route repair: 32
[metrics] synthesis-to-finish area growth: 16.5%
[metrics] via count of the first global-routing pass: 2,066
[metrics] die area: 0.00606 mm^2
[metrics] Crit. End Element: output pin
[metrics] number of H-tree branching levels: 3
[metrics] worst clock skew: 0.00589 ns
[metrics] TritonCTS clock tree: done
[metrics] registers with the most flip-flops: u_rx.cycle_counter (10), u_tx.cycle_counter (10)
[metrics] Longest Clk Path Bufs: 2
[metrics] number of standard cells reported by yosys: 310
[metrics] buffer cell driving the clock tree root: sky130_fd_sc_hd__clkbuf_8
[metrics] overflow left after global routing: 0
[metrics] Hold Violations, Final: 0
[metrics] ys flops: 64
[metrics] Layout Utilization: 60.5%
[metrics] final max-slew violation count: 0
[metrics] final WL: 5040 um
[metrics] Setup WS post-layout: 1.01 ns
[metrics] ports placed on the boundary: 24
[metrics] post-route antenna net violation count: 0
[metrics] switching fraction of total power: 21.6%
[metrics] clock slew at the register clock pins of the worst setup and hold paths: 0.07 ns
[metrics] first-pass GRT wire length: 9030 um
[metrics] proportion of synthesized flip-flops having asynchronous set or reset: 0%
[metrics] period utilization: 75.9%
[metrics] IO buf count: 22
[metrics] final estimated routing congestion in global placement: 0.837
[metrics] biggest area contributors in the synthesized netlist: sky130_fd_sc_hd__dfxtp_1 45%, sky130_fd_sc_hd__mux2i_1 11%, sky130_fd_sc_hd__ha_1 4.3%
[metrics] HPWL Detailed: 3500 um
[metrics] Slew @ Worst Pin: 0.709 ns
[metrics] Post-route DRC: 0
[metrics] number of max-capacitance violations reported: 0
[metrics] most used cells in the layout excluding fill and tap cells: 64 x sky130_fd_sc_hd__dfxtp_1, 31 x sky130_fd_sc_hd__mux2i_1, 30 x sky130_fd_sc_hd__nand2_1, 29 x sky130_fd_sc_hd__nor2_1, 22 x sky130_fd_sc_hd__clkdlybuf4s50_1
[metrics] CTS sink count: 64
[metrics] setup bufs post-CTS: 0
[metrics] via count normalized by instance count: 5.14
[metrics] number of diodes: 0
[metrics] relative slew slack: 52.7%
[metrics] Horiz. Die Dim: 77.9 um
[metrics] post-synth tally of flip-flops with integrated enable: 0
[metrics] switching pwr: 254 uW
[metrics] Hold-fix buffers, CTS: 0
[metrics] setup repair after global routing missed its margin: no
[metrics] share of post-route cells with drive strength above 1: 7.04%
[metrics] internal power component: 922 uW
[metrics] Required @ worst endpoint: 3.36 ns
[metrics] sequential share of the synthesized area: 44.5%
[metrics] share of total power in the clock network: 41.4%
[metrics] most used logic cell in the final layout: sky130_fd_sc_hd__dfxtp_1
[metrics] total power after layout: 1.18 mW
[metrics] share of Yosys cell area claimed by the top area cell type: 44.5%
[metrics] routed wire length per instance: 12.2 um
[metrics] final period demand of the worst path: 3.19 ns
[metrics] category of the most critical setup path: flip-flop to output pin
[metrics] antenna violations before repair: 0
[metrics] Max VDD drop: 187 uV
[metrics] status: finished, final reports clean
[metrics] leakage power total: 1.21 nW
[metrics] instance tally after logic synthesis: 310
[metrics] core region area: 0.00554 mm^2
-- worst paths after layout --
check                            startpoint  slack, ns                            endpoint  cells past startpoint
setup reg to reg  u_rx.fsm_state[3]$_DFF_P_       2.25  u_rx.recieved_data[0]$_SDFFE_PP0P_                      4
hold reg to reg   u_rx.rxd_reg_0$_SDFF_PN1_       0.40             u_rx.rxd_reg$_SDFF_PN1_                      1
hold / removal    u_rx.rxd_reg_0$_SDFF_PN1_       0.40             u_rx.rxd_reg$_SDFF_PN1_                      1
setup / recovery  u_rx.fsm_state[3]$_DFF_P_       1.01                            rx_valid                      4
-- layout make-up --
type | count | area, um^2
inverters | 13 | 48.8
fillers | 509 | 2190
well taps | 72 | 90.1
repair buffers | 25 | 243
flip-flops and latches | 64 | 1280
multi-input cells | 223 | 1510
clock inverters | 4 | 45.0
clock buffers | 12 | 135
-- layer usage --
layer | vias to the layer above | track usage, % | part of all wire (%)
met5 | - | 0 | 0
met4 | 0 | 3.40 | 0.62
met3 | 2 | 2.63 | 2.5
met2 | 17 | 30.5 | 47
met1 | 974 | 27.7 | 50
li1 | 1131 | - | -
-- cell usage after synthesis, drive strengths merged (2+ instances only) --
master   n
nor3     3
nand4   10
and4bb   2
a21boi   3
inv     13
nand2   30
and4     2
nor4     3
and3     2
o21a     2
and2     4
dfxtp   64
nor3b    2
a21oi   11
o311a    2
xnor2    5
nor2b   13
mux2i   31
nand3b   3
o21ai   11
nor2    29
nand3   15
nand2b   4
xor2    12
clkbuf   9
ha      10
a211oi   2
or3      3
-- power by group through the flow --
stage / Sequential (mW) / Clock, mW / Combinational (mW)
after global routing: 0.633 / 0.538 / 0.0664
final: 0.631 / 0.487 / 0.0575
after CTS: 0.631 / 0.503 / 0.0587
-- critical path, stage by stage, from the launching register on --
cell                              delay, ns
sky130_fd_sc_hd__dfxtp_1               0.78
sky130_fd_sc_hd__nand4_1               0.43
sky130_fd_sc_hd__nand2_1               0.18
sky130_fd_sc_hd__and3_1                0.17
sky130_fd_sc_hd__clkdlybuf4s50_1       0.45
-- per-stage QoR --
step | cell area [um^2] | hold WS, ns
2_1_floorplan | 2880 | 0.386
3_3_place_gp | 3170 | 0.393
3_5_place_dp | 3170 | 0.391
4_1_cts | 3350 | 0.406
5_1_grt | 3350 | 0.457
6_report | 3350 | 0.405
-- cells by family after synthesis --
group	Yosys count	synth area share, %
simple gates	128	24.1
flops	64	44.5
buf+inv	23	3.04
mux	31	10.8
compound gates	37	7.96
xor+xnor	17	5.18
fa+ha+maj	10	4.35
Power figures rest on the tool's default switching activity, not on a simulated workload.
